==> flow/config.mk <==
export PLATFORM = sky130hd
export DESIGN_NAME = fir_filter
export DESIGN_NICKNAME = fir_filter
export VERILOG_FILES = /design/flow/design.v
export SDC_FILE = /design/flow/constraint.sdc
export NUM_CORES = 4
export LEC_CHECK = 1
export CORE_UTILIZATION = 40
export SYNTH_HDL_FRONTEND = slang
==> flow/constraint.sdc <==
current_design fir_filter

set clk_period 7.9
set clk_io_pct 0.2

create_clock -name clk0 -period $clk_period [get_ports {clk}]

set non_clock_inputs [all_inputs -no_clocks]
set_input_delay [expr $clk_period * $clk_io_pct] -clock clk0 $non_clock_inputs
set_output_delay [expr $clk_period * $clk_io_pct] -clock clk0 [all_outputs]
==> flow/design.v <==
module fir_filter
(
    input  logic        clk,      
    input  logic        reset,    
    input  logic [15:0] data_in,  
    output logic [15:0] data_out  
);
localparam FILTER_LENGTH = 10;                
logic [15:0] COEFFICIENTS[FILTER_LENGTH-1:0] = '{89, 795, 2665, 5374, 7461, 7461, 5374, 2665, 795, 89};
logic [15:0] x[FILTER_LENGTH-1:0];             
logic [31:0] mult_results[FILTER_LENGTH-1:0];  
logic [31:0] sum_result;                       
always_ff @(posedge clk or posedge reset) begin
    if (reset) begin
        for (int i = 0; i < FILTER_LENGTH; i = i + 1)begin
            x[i] <= '0;
            mult_results[i] <= '0;
        end
        sum_result   <= '0;
        data_out     <= '0;
    end else begin
        x[0] <= data_in;
        for(int i = 1; i < FILTER_LENGTH; i = i + 1) begin
            x[i] <= x[i-1];
        end
        for(int i = 0; i < FILTER_LENGTH; i = i + 1) begin
            mult_results[i] <= x[i] * COEFFICIENTS[i];
            sum_result <= sum_result + mult_results[i];
        end
        data_out <= sum_result[31:16] + (sum_result[15] ? 1 : 0);  
    end
end
endmodule
==> flow/run.sh <==
#!/bin/bash
# OpenROAD 26Q1-2900-gdf79404cd8, Yosys 0.63+post, stock flow scripts
make -C /OpenROAD-flow-scripts/flow DESIGN_CONFIG=/design/flow/config.mk WORK_HOME=/design/flow/orfs finish
==> qor.json <==
{
  "outcome": {
    "status": "finished clean"
  },
  "power_and_ir_drop": {
    "leakagePower_nw": 5.56,
    "share_clk_of_total_power_pct": 26.2,
    "vdd.ir_drop.worst_mv": 0.230,
    "power.switching_fraction_pct": 35.3,
    "comb_power_share_pct": 41.2,
    "power_per_standard_cell_area_mw_per_mm2": 391,
    "p_switching_w": 0.00164,
    "finalPower_w": 0.00466,
    "power.share.sequential_pct": 32.6,
    "internal-power_w": 0.00302
  },
  "sta": {
    "max_clock_freq_ghz": 0.231,
    "rsz0062_at_grt": "false",
    "timing.final.hold_violations": 0,
    "timing.final.max_slew_violations": 0,
    "layout_worst_path_cycle_share_pct": 54.9,
    "setup-tns-final_ps": 0,
    "relSlewSlack_pct": 52.3,
    "final-setup-viol-count": 0,
    "final.setup_skew_ps": 6.68,
    "timing.final.crit_period_ps": 4340,
    "tightestPinTransition_ps": 715
  },
  "clock_network": {
    "htree_num_levels": 1,
    "root_buffer": "clkbuf_16",
    "cts_made_buffers": 25,
    "post_cts_resized": 0,
    "tritoncts": "yes",
    "ctsHoldBuffers": 0,
    "post_cts_setup_inserts": 0,
    "clkSinkCount": 233,
    "latest_clock_arrival_within_the_worst_skew_pair_ps": 530,
    "clkSlewWorstSetupHoldPaths_ps": 60,
    "clock_path_buffers": 3
  },
  "drt": {
    "vias": 5723,
    "routedWlPerCell_um": 12.7,
    "vias_per_cell": 4.79,
    "antenna_cells_inserted": 0,
    "drt_wl_total_um": 15200,
    "firstDrtPassIters": 4,
    "post-route-drc-count": 0,
    "first_iter_violations": 237,
    "detail-route-antenna-nets": 0
  },
  "logic_synthesis": {
    "post-synth-top-area-fraction_pct": 56.6,
    "edf_count": 0,
    "synthFlopType": "dfrtp_1",
    "ys_seq_share_pct": 56.6,
    "synthDominantAreaCellType": "dfrtp_1",
    "synth-async-reset-ratio_pct": 100,
    "synth_top_cell_by_count": "dfrtp_1",
    "synth_flops": 233,
    "yosys-top-cells-area": "dfrtp_1, ha_1, fa_1",
    "syn-instance-count": 797,
    "synth.distinct_cells": 63,
    "synth.yosys.chip_area_sq_mm": 0.0103,
    "yosysCellCount": 797,
    "syn-cell-area_sq_mm": 0.0103,
    "post_synth.cell_area_avg_sq_um": 12.9,
    "ys_top_cells_by_count": "dfrtp_1, ha_1, inv_1, nand2_1, a21oi_1",
    "yosys_warnings": 0
  },
  "hold_path": {
    "hold_path_class": "reg2reg",
    "hold_path_cell_cnt": 0
  },
  "die": {
    "die_h_um": 162,
    "rows": 58,
    "floorplan.initialDensity_pct": 40.8,
    "ios": 34,
    "chipArea_sq_mm": 0.0264,
    "die_width_um": 162,
    "floorplan.core_area_sq_mm": 0.0253
  },
  "job": {
    "cap_violations": 0,
    "warning_count": 29
  },
  "global_route": {
    "gr-usage-met2_pct": 19.7,
    "grt_util_met3_pct": 1.97,
    "globalRouteMet1Util_pct": 20.1,
    "grt_max_degree": 136,
    "grt-busiest-layer": "met1",
    "grt_first_pass_wirelength_um": 26900,
    "vias_in_the_first_global_route": 5764,
    "global_route_overflow": 0,
    "grt_antenna_before_repair": 0,
    "gr-usage-all-layers_pct": 12.9
  },
  "place": {
    "place.detailed.instances": 1148,
    "dp_hpwl_um": 10600,
    "gpl.final_weighted_congestion": 0.866,
    "place.port_buffers": 33
  },
  "final_layout": {
    "post-route-util_pct": 47.2,
    "drive_above_1_share_pct": 7.06,
    "area_growth_syn_to_layout_pct": 15.6,
    "layout.cells.non_filler": 1194
  },
  "worst_setup_path": {
    "worst-path-max-fanout": 5,
    "crit_arrival_ps": 4740,
    "critPathRequiredTime_ps": 8310,
    "start_kind": "flip-flop",
    "cpPeakStageDelay_ps": 520,
    "critPathCaptureType": "flip-flop",
    "path_cells": "ha_1, fa_1, ha_1, ha_1, ha_1, inv_1, fa_1, inv_1, ha_1, inv_1, nor2_1, nand4_1, a21boi_1, nor4_1, a311o_1",
    "timing.reg2reg.worst_path_depth": 15,
    "timing_worst_setup_path_type": "reg2reg",
    "cpMostUsedCell": "ha_1",
    "slowest_stage": "fa_1"
  }
}
cells in the final DEF (no fill, tap or decap), types with 5 or more instances in the layout:
cell,synthesis,final
nand2_1,42,42
o21ai_0,17,17
nor2_1,32,32
nand4_1,12,12
xor2_1,16,16
nand3_1,22,22
nand2b_1,6,6
clkinv_2,0,5
o21bai_1,5,5
nor3_1,9,9
xnor2_1,33,33
a21o_1,11,11
o31ai_1,5,5
a211oi_1,7,7
o211ai_1,8,8
fa_1,25,25
dfrtp_1,233,233
inv_1,64,63
ha_1,119,119
clkbuf_16,0,25
clkdlybuf4s50_1,0,33
a21oi_1,40,40
o21a_1,8,8
and3_1,7,7
worst max-delay path: cells and delay by family (launching register included):
family | cells | cell delay [ps]
adder cells (fa/ha/maj) | 7 | 2400
AND-OR/OR-AND | 2 | 700
AND/OR/NAND/NOR | 3 | 490
flip-flops | 1 | 450
buffers and inverters | 3 | 170
power by group through the flow:
stage	sequential (W)	combinational [W]	clock (W)
CTS	0.00152	0.00193	0.00127
global route	0.00154	0.00218	0.00131
finish	0.00152	0.00192	0.00122
area by class of cell:
cell class | instances | area, sq um
fillers | 2220 | 13300
inverters | 64 | 244
clock buffers | 32 | 692
clock inverters | 14 | 199
multi-input cells | 485 | 4160
well taps | 330 | 413
repair buffers | 36 | 365
flip-flops and latches | 233 | 5830
final timing paths:
| check | slack (ps) | endpoint | from |
|---|---|---|---|
| worst max-delay path | 3560 | mult_results[306] | x[149] |
| worst min-delay path | 340 | x[61] | x[45] |
| worst max register to register | 3560 | mult_results[306] | x[149] |
| worst min register to register | 340 | x[61] | x[45] |
| max in group asynchronous | 5150 | sum_result[9] | reset |
| min in group asynchronous | 1620 | x[28] | reset |
registers in the layout, summed over array words and instances, names as in the netlist:
| register | cells |
|---|---|
| data_out | 16 |
| x | 160 |
| mult_results | 25 |
| sum_result | 32 |
cells by family (layout without fill, tap and decap cells):
group,after synthesis,in the layout,share of synthesized area [%]
and+or+nand+nor,147,147,6.97
buffers and inverters,79,146,2.98
adders and majority gates,144,144,19.3
DFF,233,233,56.6
xor gates and xnor gates,49,49,4.17
AOI/OAI and AO/OA,143,143,9.75
muxes,2,2,0.219
stage by stage:
step	setup WS, ps	hold slack (ps)	cell area [sq um]
finish	3560	342	11900
global placement	3630	332	11000
CTS	3550	342	11900
detailed placement	3560	335	11000
global route	3310	350	11900
floorplan	3270	331	10300
metal layers:
layer	vias up	routed length, um
met5	-	0
li1	2861	-
met1	2752	7410
met3	29	518
met4	0	414
met2	81	6840
No activity file was given, so power comes from the tool's default toggle rates.
